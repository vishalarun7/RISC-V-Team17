[flow/run.sh]
#!/bin/bash
# OpenROAD 26Q1-2900-gdf79404cd8, Yosys 0.63+post, stock flow scripts
make -C /OpenROAD-flow-scripts/flow DESIGN_CONFIG=/design/flow/config.mk WORK_HOME=/design/flow/orfs finish
[flow/constraint.sdc]
current_design mux2

set clk_period 1.0
set clk_io_pct 0.2

create_clock -name clk0 -period $clk_period

set non_clock_inputs [all_inputs -no_clocks]
set_input_delay [expr $clk_period * $clk_io_pct] -clock clk0 $non_clock_inputs
set_output_delay [expr $clk_period * $clk_io_pct] -clock clk0 [all_outputs]
[flow/design.v]
module mux2 #(
    parameter DATA_WIDTH = 32
) (
    input   logic [DATA_WIDTH-1:0]  in0,
    input   logic [DATA_WIDTH-1:0]  in1,
    input   logic                   sel,
    output  logic [DATA_WIDTH-1:0]  out
);
    assign out = sel ? in1 : in0;
endmodule
[flow/config.mk]
export PLATFORM = sky130hd
export DESIGN_NAME = mux2
export DESIGN_NICKNAME = mux2
export VERILOG_FILES = /design/flow/design.v
export SDC_FILE = /design/flow/constraint.sdc
export NUM_CORES = 4
export LEC_CHECK = 1
export CORE_AREA = 10 10 70 70
export DIE_AREA = 0 0 80 80
export SYNTH_HDL_FRONTEND = slang
==> Flow_metrics.wiki <==
== Flow metrics ==
{| class="wikitable"
! Metric !! Value
|-
| Per-cell via count in the routed design || 3.80
|-
| Unrepaired setup endpoints after global routing || yes
|-
| Final standard cell utilization of the core || 49.7%
|-
| Post-synthesis cell count || 36
|-
| Kind of end point of the critical path || output port
|-
| Data required time of the critical path || ~0.8 ns
|-
| Arrival time reported for the critical path endpoint || slightly below 1 ns
|-
| Via count of the first global-routing pass || 824
|-
| Storage element area || 0 sq um
|-
| Number of pins exceeding their max-slew limit in the final report || 0
|-
| Violations in the final reports || setup timing
|-
| Count of antenna diodes in the layout || 0
|-
| Count of synthesis-stage warnings from yosys || 0
|-
| Netlist area before placement || 544 sq um
|-
| Post-layout worst setup margin || -0.175 ns
|-
| Pin count of the biggest net entering global routing || 8
|-
| Top achievable clock speed || ~850 MHz
|-
| Final tally of setup violations || 32
|-
| Clock period minus final worst setup slack || 1.18 ns
|-
| Tally of OpenROAD warnings || 34
|-
| Remaining number of nets flagged by the antenna check after routing || 0
|-
| Cell depth of the worst hold path || 3
|-
| Highest ir drop seen on vdd || approximately 0.00017 V
|-
| Type of the tightest min-delay check || input port to output port
|-
| Number of hold buffers added after cts || 0
|-
| Flip-flop and latch count || 0
|-
| Number of iterations in the first detailed-routing pass || 2
|-
| Yosys Instances || 36
|-
| Lkg Pwr || 0.990 nW
|-
| Residual DRC count || 0
|-
| Placeable Area || between 3000 and 4000 sq um
|-
| Highest fanout seen on the critical path || 7
|-
| Chip height || approximately 80 microns
|-
| Initial antenna violation count || 0
|-
| Total die area || 6400 sq um
|-
| Vias post-DR || about 730
|-
| Worst-case headroom to the max-slew limit || a little over nine tenths
|-
| Category of the most critical setup path || input port to output port
|-
| Routability congestion estimate from global placement || 0.760
|-
| Sum of net half-perimeters after detailed placement || ~2.4 mm
|-
| Outcome || finished with violations
|-
| Width of the die || 80 microns
|-
| Total power density per cell area || 389 nW/um^2
|-
| Number of max-capacitance violations reported || 0
|-
| Measured slew at the worst slew-check pin || ~0.061 ns
|-
| Setup slack after placement || -0.497 ns
|-
| Fraction of final layout cells sized beyond drive strength 1 || 56.2%
|-
| Number of top-level pins || 97
|-
| Iteration-0 DRC Markers || 4
|-
| First-pass GRT wire length || 4.15 mm
|-
| Number of hold violations in the final report || 0
|-
| Core Util at FP || ~16%
|-
| Post-route clock period utilization || 118%
|-
| Distinct lib cells || 4
|-
| Total wirelength of the detailed-routed design || 2.85 mm
|-
| Row count || 21
|-
| Remaining Overflow, GRT || 0
|-
| Avg WL per Cell || around 15 microns
|-
| Critical path startpoint category || input port
|-
| Count of clock-net buffers in the final layout || 0
|-
| IO Port Bufs || 97
|-
| Synth Area per Inst || 15.1 sq um
|-
| YS chip area || ~540 sq um
|-
| Area growth, synth to finish || 212%
|-
| Global router's overall resource usage || approximately 7.9%
|-
| Share of synthesized area occupied by flip-flops and latches || 0%
|}
[per-layer routing]
| metal | global-route usage, % | vias up | wire length, microns |
|---|---|---|---|
| met2 | 14.3 | 51 | 1390 |
| met3 | 3.07 | 0 | 313 |
| met1 | 8.97 | 317 | 1140 |
| met5 | 0 | - | 0 |
| met4 | 0 | 0 | 0 |
| li1 | - | 362 | - |
[power breakdown]
group	leakage, nW	switching, mW	internal [mW]
combinational	0.990	0.141	0.519
clock	0	0	0
sequential	0	0	0
total	0.990	0.141	0.519
[per-stage QoR]
step | hold slack (ns) | setup TNS (ns) | total power [mW] | instance area, sq um | cells
final | 0.694 | -5.03 | 0.660 | 1700 | 192
after global routing | 0.714 | -5.62 | 0.706 | 1700 | 192
after CTS | 0.800 | -5.20 | 0.644 | 1610 | 192
after detailed placement | 1.33 | -15.27 | 0.655 | 1540 | 177
after global placement | 1.33 | -15.25 | 0.654 | 1540 | 177
after floorplan | 0.498 | 0 | 0.206 | 544 | 36
[worst max-delay path, stage by stage]
cell and delay [ns]:
buf_12 0.11, buf_12 0.13, buf_8 0.12, mux2_4 0.30, buf_6 0.11
[cell families (layout without fill, tap and decap cells)]
family,after synthesis,count (layout),share of synthesized area [%]
muxes,32,32,86.9
buffers and inverters,4,114,13.1
[synth_stat cells, drive strengths merged]
library cell / number / area share, %
buf: 4 / 13
mux2: 32 / 87
[area by class of cell]
class | instances | area, sq um
fillers | 327 | 1720
multi-input cells | 32 | 480
well taps | 46 | 57.6
repair buffers | 114 | 1160
[path summary, 6_finish.rpt]
path,slack [ns],end,start
worst max-delay path,-0.18,out[31],sel
worst min-delay path,0.69,out[24],in0[24]
[placed cells by master (no fill, tap or decap)]
master	count
buf_8	3
buf_4	2
buf_16	1
clkdlybuf4s50_1	10
buf_6	29
dlymetal6s2s_1	14
buf_2	12
dlygate4sd2_1	40
mux2_4	32
buf_12	3
[what timing repair did]
item                                   4_1_cts  5_1_grt
buffers inserted                            14        0
gates resized                              170       23
endpoints found under the hold margin        0        0
setup endpoints to repair                   32       32
cloned                                       1        0
Power figures rest on the tool's default switching activity, not on a simulated workload.
